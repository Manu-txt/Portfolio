==> flow/design.v <==
`timescale 1ns / 1ps
module clock_divider #(parameter div_value = 1)(  
    input wire clk,  
    output reg divided_clk = 0 
);
integer counter_value = 0;  
always @(posedge clk)  
    begin
        if(counter_value == div_value)
            counter_value <= 0;  
        else
            counter_value <= counter_value + 1;  
    end
always @(posedge clk)
    begin
        if(counter_value == div_value)
            divided_clk <= ~divided_clk;  
        else
            divided_clk <= divided_clk;  
    end
endmodule
==> flow/run.sh <==
#!/bin/bash
# OpenROAD 26Q1-2900-gdf79404cd8, Yosys 0.63+post, stock flow scripts
make -C /OpenROAD-flow-scripts/flow DESIGN_CONFIG=/design/flow/config.mk WORK_HOME=/design/flow/orfs finish
==> flow/config.mk <==
export PLATFORM = sky130hd
export DESIGN_NAME = clock_divider
export DESIGN_NICKNAME = clock_divider
export VERILOG_FILES = /design/flow/design.v
export SDC_FILE = /design/flow/constraint.sdc
export NUM_CORES = 4
export LEC_CHECK = 1
export CORE_AREA = 10 10 105 105
export DIE_AREA = 0 0 115 115
==> flow/constraint.sdc <==
current_design clock_divider

set clk_period 5.5
set clk_io_pct 0.2

create_clock -name clk0 -period $clk_period [get_ports {clk}]

set non_clock_inputs [all_inputs -no_clocks]
set_input_delay [expr $clk_period * $clk_io_pct] -clock clk0 $non_clock_inputs
set_output_delay [expr $clk_period * $clk_io_pct] -clock clk0 [all_outputs]
==> flow_metrics.py <==
# Metrics from the implementation run
metrics = {
    "sta": {
        "max_slew.worst_pin.slew_ns": 0.617,
        "rsz0062_at_grt": "false",
        "fmax_mhz": 454,
        "fin_worst_skew_ns": 0.00610,
        "finalSetupTns_ns": 0,
        "period_needed_ns": 2.20,
        "layout_setup_ws_ns": 3.30,
        "slew_headroom_pct": 58.6,
        "fin_crit_sh_pct": 40.0,
        "setup_viol": 0,
        "finalMaxSlewViolations": 0,
        "finalHoldViolations": 0,
    },
    "pwr": {
        "power_frac_seq_pct": 57.0,
        "power_density_mw_per_mm2": 263,
        "combPwrFrac_pct": 0,
        "leakage_nw": 0.501,
        "ir_worst_vdd_mv": 0.172,
        "clkPwrFrac_pct": 43.0,
        "swShare_pct": 18.8,
        "intPower_uw": 342,
        "p_sw_uw": 79.2,
    },
    "detailed_routing": {
        "wl_um": 2060,
        "drc": 0,
        "postRouteAntennaNets": 0,
        "wl_per_cell_um": 8.28,
        "routed_via_density": 3.55,
        "via_count": 885,
        "diodes": 0,
        "drt_iter0_markers": 66,
        "firstDrtPassIters": 4,
    },
    "place": {
        "dp_cells": 241,
        "place.gp.congestion": 0.751,
        "dpl.hpwl_um": 1420,
        "pre_cts_slack_ns": 3.62,
        "io_buffers": 1,
    },
    "hold_path": {
        "min_path_type": "reg -> reg",
        "holdPathStages": 1,
    },
    "clock_network": {
        "ctsResizeCount": 0,
        "post-cts-setup-buffers": 0,
        "clock-sinks": 33,
        "cts_made_buffers": 5,
        "clock_latency_ns": 0.28,
        "cts_tree": "done",
        "clk_transition_reported_paths_ns": 0.06,
        "cts_root_buffer": "clkbuf_8",
        "hold_buffers": 0,
        "cts_htree_levels": 2,
        "clockBufferDepth": 2,
    },
    "worst_setup_path": {
        "critPathTopFamily": "buffers and inverters",
        "reg2reg_to": "counter_value[30]",
        "worst_path_max_delay_cell": "clkdlybuf4s50_1",
        "path_depth": 1,
        "rr_worst_depth": 5,
        "critPathKind": "reg -> out",
        "crit_required_ns": 4.40,
        "critPathLaunchType": "register",
        "critPathMaxFanout": 2,
        "end_kind": "output port",
        "critPathLaunch": "divided_clk",
        "critPathBufInv": 1,
        "crit_arrival_ns": 1.10,
        "cp_slowest_stage_delay_ns": 0.47,
        "endpoint": "divided_clk",
        "timing.rr.start": "counter_value[0]",
        "r2r_slack_ns": 3.74,
        "cp_cell_sequence": "clkdlybuf4s50_1",
    },
    "floorplan": {
        "rows": 34,
        "fp_util_pct": 15.7,
        "core_mm2": 0.00876,
        "die_h_um": 115,
        "ioPinCount": 2,
        "die_area_mm2": 0.0132,
        "chipWidth_um": 115,
    },
    "synth": {
        "synthesis.area_mm2": 0.00138,
        "avgSynthCellArea_um2": 10.3,
        "synth_async_sr_flop_share_pct": 0,
        "ys.warnings.count": 1,
        "ys_chip_area_mm2": 0.00138,
        "synth.distinct_cells": 22,
        "yosys_most_used_dff": "dfxtp_1",
        "ys_seq_share_pct": 48.7,
        "edf_count": 1,
        "syn_inst": 134,
        "synth_flops": 33,
        "ys_cells": 134,
    },
    "global_routing": {
        "grt_start_max_net_pins": 11,
        "grt_usage_pct": 3.12,
        "grt_pass1_vias": 792,
        "antenna_found_initial": 0,
        "grt_pass1_wl_um": 3520,
        "grt-ovfl-total": 0,
    },
    "job": {
        "drv_cap": 0,
        "warnings": 26,
    },
    "run_status": {
        "status": "complete, no violations",
    },
    "finish": {
        "drive_above_1_share_pct": 7.80,
        "layoutNonFillerInstCount": 249,
        "syn2layout_area_growth_pct": 16.5,
        "fill_cells": 968,
    },
}
-- metrics by stage --
| stage | hold slack, ns | power [mW] | instance area, um^2 | util [%] |
|---|---|---|---|---|
| floorplan | 0.435 | 0.245 | 1380 | - |
| global placement | 0.455 | 0.245 | 1510 | 17.3 |
| detailed placement | 0.456 | 0.245 | 1510 | 17.3 |
| CTS | 0.478 | 0.428 | 1600 | 18.3 |
| global route | 0.499 | 0.438 | 1600 | 18.3 |
| finish | 0.471 | 0.421 | 1600 | 18.3 |
-- power by group through the flow --
stage                 combinational (mW)  clock, mW  sequential [mW]
after global routing         0.000000187      0.199            0.240
after CTS                    0.000000187      0.188            0.240
final                        0.000000187      0.181            0.240
-- cells in the final DEF, fill, tap and decap left out, types with 3 or more instances in the layout --
master	count
and2_1	3
and3_1	7
and4_1	3
clkbuf_8	6
dfxtp_1	32
nand2_1	8
nand3_1	15
nand4_1	8
nor2_1	7
nor4_1	6
xnor2_1	26
xor2_1	4
-- cell type report --
class | instances | area, um^2 | area share, %
inverter | 2 | 7.51 | 0.468
clock buffer | 8 | 90.1 | 5.62
tap | 108 | 135 | 8.43
multi-input combinational | 97 | 689 | 43.0
sequential | 33 | 671 | 41.8
timing repair buffer | 1 | 10.0 | 0.625
-- cell usage after synthesis, drive strengths merged (2+ instances only) --
master | instances | area, um^2
dfxtp | 32 | 641
xnor2 | 26 | 228
nand3 | 16 | 85.1
nand4 | 9 | 62.6
nand2 | 8 | 30.0
nor4 | 8 | 80.1
and3 | 7 | 43.8
nor2 | 7 | 26.3
and4 | 4 | 36.3
xor2 | 4 | 35.0
and2 | 3 | 18.8
ha | 2 | 25.0
inv | 2 | 7.51
nor3 | 2 | 10.0
-- sequential cells by signal, summed over array words and instances, names as in the netlist --
signal	cells
divided_clk	1
counter_value	32
-- worst min path at each step --
stage	start	end	slack [ns]
after CTS	counter_value[31]	counter_value[31]	0.48
after global routing	counter_value[31]	counter_value[31]	0.50
final	counter_value[31]	counter_value[31]	0.47
-- layer usage --
layer / up-vias / global-route usage [%] / routed length [um]
met5: - / 0 / 0
met4: 0 / 0.413 / 8
met3: 2 / 1.05 / 92
met2: 12 / 4.54 / 843
met1: 385 / 4.51 / 1120
li1: 486 / - / -
-- cell families after synthesis --
| logic type | Yosys count | synth area share (%) |
|---|---|---|
| and+or+nand+nor | 65 | 29.2 |
| DFF | 33 | 48.7 |
| xor gates and xnor gates | 30 | 19.1 |
| buffers and inverters | 4 | 1.18 |
| adders and majority gates | 2 | 1.82 |
-- worst register-to-register path: stages (launching register included) --
cell and delay (ns):
dfxtp_1 0.43, ha_1 0.27, nand2_1 0.11, nor4_4 0.47, nand3_1 0.20, xnor2_1 0.17
Power and IR drop assume default switching activity.
