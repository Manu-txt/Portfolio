**design/flow/run.sh**
```bash
#!/bin/bash
# OpenROAD 26Q1-2900-gdf79404cd8, Yosys 0.63+post, stock flow scripts
make -C /OpenROAD-flow-scripts/flow DESIGN_CONFIG=/design/flow/config.mk WORK_HOME=/design/flow/orfs finish
```
**design/flow/config.mk**
```make
export PLATFORM = sky130hd
export DESIGN_NAME = timer_input
export DESIGN_NICKNAME = timer_input
export VERILOG_FILES = /design/flow/design.v
export SDC_FILE = /design/flow/constraint.sdc
export NUM_CORES = 4
export LEC_CHECK = 1
export CORE_AREA = 10 10 70 70
export DIE_AREA = 0 0 80 80
```
**design/flow/constraint.sdc**
```tcl
current_design timer_input

set clk_period 2.6
set clk_io_pct 0.2

create_clock -name clk0 -period $clk_period [get_ports {clk}]

set non_clock_inputs [all_inputs -no_clocks]
set_input_delay [expr $clk_period * $clk_io_pct] -clock clk0 $non_clock_inputs
set_output_delay [expr $clk_period * $clk_io_pct] -clock clk0 [all_outputs]
```
**design/flow/design.v**
```verilog
`timescale 1ns / 1ps
module timer_input #(parameter BITS = 4)(
    input clk,
    input rst,
    input en,
    input [BITS - 1:0] FINAL_VALUE,
    output done
    );
reg [BITS - 1:0] Q_reg, Q_next;
always @ (posedge clk, posedge rst)
begin
    if (rst)
        Q_reg <= 'b0;
    else if(en)
        Q_reg <= Q_next;
    else
        Q_reg <= Q_reg;
end    
assign done = Q_reg == FINAL_VALUE;
always @(clk or en or rst)
    Q_next = done? 'b0: Q_reg + 1;
endmodule
```
==> summary.txt <==
Notes on the flow outputs.

- The run finished with clean final reports.
- The tree is rooted in a sky130_fd_sc_hd__clkbuf_4.
- The fraction of final layout cells sized beyond drive strength 1 is 0.1944.
- The start of the worst register-to-register path is Q_reg[3].
- The number of placement rows reads 21.
- The wire length of the first global-routing pass is 848 µm.
- The worst-case vdd ir drop is 0.1314 mV.
- The remaining max-slew budget at the tightest pin reads 0.8283.
- The area of the chip is 6400 µm².
- The largest driver fanout on the critical path is 2.
- The post-synthesis area per instance reads 10.26 µm².
- The yosys synthesis chip area is 256.5 µm².
- The TritonCTS clock tree is done.
- The count of different cell masters after synthesis reads 15.
- CTS built an H-tree with a depth of 1.
- The antenna diode count is 0.
- Hold repair after CTS inserted 0 buffers.
- The iteration count recorded for the first detailed-route pass is 1.
- The TritonCTS sink count is 4.
- The number of global-route vias before repair is 203.
- The met1 usage is 0.01936.
- The met3 routing resource usage after global routing reads 0.006818.
- The post-route antenna net violation count is 0.
- The number of flip-flops in the largest register is 4.
- The number of antenna violations at the first check in global routing is 0.
- The critical path contains buffers and inverters numbering 2 combined.
- The clock transition time at the flip-flop clock pins of the worst setup and hold paths reads 0.03 ns.
- The number of setup violations in the final report is 0.
- The clock latency of the later-clocked register in the worst-skew pair reads 0.23 ns.
- The longest clock path from root to sink contains 2 buffers.
- Buffers added to address setup during post-CTS repair amount to 0.
- The post-cts resize count reads 0.
- The slowest stage of the critical path is the sky130_fd_sc_hd__clkdlybuf4s50_1 cell.
- The kind of cell with the highest combined delay along the critical path is buffers and inverters.
- The critical path arrival is 1.89 ns.
- The max-cap check violation count is 0.
- The post-synthesis to final-layout area growth reads 61.46%.
- The global routing's busiest layer is met2.
- Setup total negative slack on the finished layout was measured at 0 ns.
- The summed instance area of the synthesized netlist reads 256.5 µm².
- The count of port buffers added during placement reads 7.
- The leakage power in the latest report is 0.1681 nW.
- The width of the die reads 80 µm.
- The flow reported a cell area power density of 848.7 nW/µm².
- The number of warnings issued by yosys is 1.
- The worst-case reg-to-reg setup slack stands at 1.14 ns.
- The core outline area reads 3416 µm².
- The height of the die is 80 µm.
- The path type of the worst setup path reads in2out.
- The transition time recorded at the tightest slew-check pin is 0.2568 ns.
- The count of pins over their slew limit reads 0.
- The leftover overflow at the end of global routing is 0.
- Summing over every cut layer, the via total after detailed routing is 214.
- The number of cells in the yosys synthesis report is 25.
- The hold slack is 0.4666 ns.
- The post-synthesis cell count reads 25.
- The mean number of vias per cell reads 2.610.
- In this run the critical register-to-register path is captured at Q_reg[0].
- The total of flip-flops plus latches after synthesis reads 4.
- According to the timing report, the data required time at the worst endpoint equals 2.08 ns.
- The number of cell instances on the worst register-to-register path is 5.
- Setup repair after global routing left no endpoint under its margin.
- In the global route stage, overall resource usage came out at 0.01554.
- The number of placed instances, taps included, is 79.
- The number of hold violations in the final report is 0.
- The launching element type of the critical path is an input port.
- The met2 usage reads 0.02006.
- The delay of the slowest cell on the worst path is 0.50 ns.
- The share of the clock period used by the worst path reads 0.9261.
- The count of warning messages emitted by the tools reads 25.
- In the final run the clock tree shows a worst skew of 0.001392 ns.
- The minimum period implied by the final worst setup slack reads 2.408 ns.
- The number of cells in the finished layout apart from fillers reads 82.
- Entering global routing, the biggest net connects 8 pins.
- The clock buffer count from CTS is 3.
- The most numerous cell type found on the critical path is sky130_fd_sc_hd__clkdlybuf4s50_1.
- The final weighted congestion of routability-driven global placement reads 0.7138.
- The script parses the final routing iteration and logs DRC violations as 0.
- In the floorplan report the effective utilization is 0.07509.
- The detailed router's first-iteration violation count is 0.
- The signal on the critical path passes through clkdlybuf4s50_1 -> xor2_1 -> nor4_4 -> clkdlybuf4s50_1.
- Dividing the detail-routed wire length by the instance count gives 6.293 µm.
- The critical path endpoint category is an output pin.
- The boundary pin count is 8.
- The share of the yosys chip area belonging to registers is 0.3902.
- The wire length recorded after detailed routing is 516 µm.
- The post-DP HPWL reads 425.3 µm.
- Static timing analysis puts the maximum clock frequency at 415.3 MHz.
- The class of the tightest hold or removal check is in2async.
[layer usage]
metal	vias to the layer above	part of all wire
met1	90	0.40
met3	5	0.11
li1	109	-
met5	-	0
met2	10	0.40
met4	0	0.085
[synthesized netlist by cell type]
library cell / count / area (µm²)
sky130_fd_sc_hd__inv_1: 3 / 11.26
sky130_fd_sc_hd__ha_1: 1 / 12.51
sky130_fd_sc_hd__xor2_1: 4 / 35.03
sky130_fd_sc_hd__a21oi_1: 1 / 5.000
sky130_fd_sc_hd__dfrtp_1: 4 / 100.1
sky130_fd_sc_hd__mux2_4: 1 / 15.01
sky130_fd_sc_hd__nand2_1: 2 / 7.510
sky130_fd_sc_hd__nand3_1: 1 / 5.000
sky130_fd_sc_hd__o22ai_1: 2 / 12.51
sky130_fd_sc_hd__a21o_1: 1 / 7.510
sky130_fd_sc_hd__nor2_2: 1 / 6.260
sky130_fd_sc_hd__nor3_1: 1 / 5.000
sky130_fd_sc_hd__nor4_4: 1 / 21.27
sky130_fd_sc_hd__o21ai_1: 1 / 5.000
sky130_fd_sc_hd__nor3b_1: 1 / 7.510
[report_power, final]
group / leakage (nW) / internal [W] / switching, W / total (W)
logic: 0.108 / 0.0000831 / 0.0000642 / 0.000147
clock network: 0.0138 / 0.0000515 / 0.0000235 / 0.0000750
registers: 0.0461 / 0.0000918 / 0.0000374 / 0.000129
[placed cells by master (no fill, tap or decap)]
master                            instances
sky130_fd_sc_hd__nor4_4                   1
sky130_fd_sc_hd__o21ai_1                  1
sky130_fd_sc_hd__ha_1                     1
sky130_fd_sc_hd__nor3b_1                  1
sky130_fd_sc_hd__a21oi_1                  1
sky130_fd_sc_hd__xor2_1                   4
sky130_fd_sc_hd__nand2_1                  2
sky130_fd_sc_hd__o22ai_1                  2
sky130_fd_sc_hd__nor3_1                   1
sky130_fd_sc_hd__buf_4                    1
sky130_fd_sc_hd__inv_1                    3
sky130_fd_sc_hd__mux2_4                   1
sky130_fd_sc_hd__clkbuf_4                 3
sky130_fd_sc_hd__dfrtp_1                  4
sky130_fd_sc_hd__a21o_1                   1
sky130_fd_sc_hd__nand3_1                  1
sky130_fd_sc_hd__clkdlybuf4s50_1          7
sky130_fd_sc_hd__nor2_2                   1
[worst max path at each step]
stage	end	cells past startpoint	start	slack [ns]
after CTS	done	4	FINAL_VALUE[3]	0.17
after global routing	done	4	FINAL_VALUE[3]	0.12
final	done	4	FINAL_VALUE[3]	0.19
[area by class of cell]
type                       instances  area [µm²]
multi-input combinational         18       145.1
inverter                           3       11.26
tap                               46       57.56
timing repair buffer               8       77.57
sequential                         4       100.1
fill                             391        3002
clock buffer                       3       22.52
[worst register-to-register path: cells and delay by family, from the launching register on]
family,cells,cell delay (ns)
DFF,1,0.40
and+or+nand+nor,2,0.32
muxes,1,0.25
xor gates and xnor gates,1,0.19
buffers and inverters,1,0.18
[cell families after synthesis]
kind of cell | count (synthesis) | synth area share
mux | 1 | 0.05852
xor+xnor | 4 | 0.1366
simple gates | 7 | 0.2049
flops | 4 | 0.3903
buf+inv | 3 | 0.04390
fa+ha+maj | 1 | 0.04877
compound gates | 5 | 0.1170
[stage by stage]
stage	util	area [µm²]	total power (W)	setup WS [ns]
after detailed placement	0.1147	391.6	0.0002800	0.1718
after CTS	0.1212	414.1	0.0003590	0.1715
final	0.1212	414.1	0.0003515	0.1922
after floorplan	-	256.5	0.0002364	1.043
after global routing	0.1212	414.1	0.0003874	0.1231
after global placement	0.1147	391.6	0.0002778	0.1651
Power and IR drop assume default switching activity.
